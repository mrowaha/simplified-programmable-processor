[/design/flow/config.mk]
export PLATFORM = sky130hd
export DESIGN_NAME = customTimer
export DESIGN_NICKNAME = customTimer
export VERILOG_FILES = /design/flow/design.v
export SDC_FILE = /design/flow/constraint.sdc
export NUM_CORES = 4
export LEC_CHECK = 1
export CORE_AREA = 10 10 111 111
export DIE_AREA = 0 0 121 121
[/design/flow/run.sh]
#!/bin/bash
# OpenROAD 26Q1-2900-gdf79404cd8, Yosys 0.63+post, stock flow scripts
make -C /OpenROAD-flow-scripts/flow DESIGN_CONFIG=/design/flow/config.mk WORK_HOME=/design/flow/orfs finish
[/design/flow/constraint.sdc]
current_design customTimer

set clk_period 9.5
set clk_io_pct 0.2

create_clock -name clk0 -period $clk_period [get_ports {CLK}]

set non_clock_inputs [all_inputs -no_clocks]
set_input_delay [expr $clk_period * $clk_io_pct] -clock clk0 $non_clock_inputs
set_output_delay [expr $clk_period * $clk_io_pct] -clock clk0 [all_outputs]
[/design/flow/design.v]
`timescale 1ns / 1ps
module customTimer(
        input logic CLK,
        output logic tick
    );
    localparam int maxcount = 100000000;
    int unsigned counter = 0;
    always @(posedge CLK) begin
        if(counter == 1) begin
            tick = 0;
        end
        counter  = counter + 1;
        if(counter == maxcount) begin
            tick = 1;
            counter = 0;
        end         
    end
endmodule
==> flow_metrics.py <==
# Flow results
metrics = {
    "clock_network": {
        "tritoncts.num_buffers": 5,
        "cts_hold_buffers": 0,
        "htreeDepth": 2,
        "postCtsSetupBuffers": 0,
        "ctsResizeCount": 0,
        "cts_root_buf": "clkbuf_8",
        "cts_max_path_buffers": 2,
        "worstSkewPairLatency_ps": 280,
        "clkTransAtPathRegs_ps": 60,
        "cts_sinks": 33,
        "cts_tree": "yes",
    },
    "power": {
        "p_leak_uw": 0.000658,
        "power.density_mw_per_mm2": 120,
        "peakVddDrop_mv": 0.0331,
    },
    "global_route": {
        "grt_overflow": 0,
        "antenna_found_initial": 0,
        "grt_start_max_net_pins": 16,
        "grtUsageTotal_pct": 5.15,
        "grt_pass1_vias": 1381,
        "grt_pass1_wl_mm": 6.49,
    },
    "layout": {
        "final_design_area_no_fill_mm2": 0.00203,
        "fin_cells": 339,
        "mostFrequentLayoutCell": "dfxtp_1",
        "drive_above_1_share_pct": 5.83,
        "lay_top_cells": "dfxtp_1, nor2_1, nand4_1, xnor2_1, nand2_1",
        "fill_cells": 1066,
        "flop_area_um2": 661,
        "comb_area_mm2": 0.00109,
        "area_growth_pct": 9.69,
    },
    "worst_setup_path": {
        "cp_data_arrival_time_ps": 3800,
        "crit_buf_inv": 0,
        "cp_cell_sequence": "nand4_1 -> nor4_4 -> nand4_1 -> a2111o_1 -> or4_1 -> nor4b_4 -> nor2_1",
        "critPathRequiredTime_ps": 9630,
        "path_max_fanout": 15,
        "rr_worst_depth": 7,
        "critPathSlowestCell": "nor4b_4",
        "cpMostUsedCell": "nand4_1",
        "r2r_setup_slack_ps": 5830,
        "worstReg2RegEnd": "counter[8]",
        "r2r_start": "counter[2]",
        "crit_path_start_kind": "flop",
        "worst_setup_path_end_kind": "flop",
        "critPathKind": "flop to flop",
        "cp_slowest_stage_delay_ps": 790,
        "critical-path-top-delay-family": "simple AND/OR/NAND/NOR gates",
    },
    "final_timing": {
        "setup_violations": 0,
        "fin_crit_ps": 3670,
        "tns_ps": 0,
        "finalCritPeriodShare_pct": 38.6,
        "relSlewSlack_pct": 41.8,
        "finalHoldViolCount": 0,
        "clock_skew_ps": 3.83,
        "slew_violations": 0,
        "rsz0062_at_grt": "no",
        "fmax_ghz": 0.273,
        "tightest_slew_ps": 869,
    },
    "logic_synthesis": {
        "ff_type": "dfxtp_1",
        "netlist_area_mm2": 0.00185,
        "yosysWarningCount": 1,
        "edf_count": 0,
        "synth_cell_types": 43,
        "syn_inst": 215,
        "avgSynthCellArea_um2": 8.59,
        "ys_seq_share_pct": 35.8,
        "yosys_area_mm2": 0.00185,
        "ys_cells": 215,
        "ys_ff": 33,
        "async_flop_share_pct": 0,
    },
    "placed_design": {
        "dpl.hpwl_mm": 2.55,
        "portBuffers": 1,
        "place_area_mm2": 0.00194,
        "place_inst": 332,
        "gp_congestion": 0.851,
    },
    "flow_run": {
        "drv_cap": 0,
        "warnings": 26,
    },
    "routing": {
        "wl_per_cell_um": 10.9,
        "antennaDiodeCount": 0,
        "dr.first_iter.drc_count": 131,
        "first_pass_iters": 4,
        "wl_mm": 3.71,
        "vias": 1461,
        "vias_per_cell": 4.31,
        "postRouteAntennaNets": 0,
        "drc": 0,
    },
    "die": {
        "fp.coreArea_mm2": 0.00986,
        "fp_util_pct": 18.7,
        "ios": 2,
        "fp.dieW_um": 121,
        "rows": 36,
        "chipArea_mm2": 0.0146,
        "chipHeight_um": 121,
    },
    "run_status": {
        "status": "finished clean",
    },
    "worst_hold_path": {
        "holdCritStartpoint": "tick",
        "holdCritPathClass": "flop to flop",
        "hold_depth": 1,
        "hold_end": "tick",
    },
}
[layer usage]
layer / share of wire [%] / track usage (%) / wire [um]
met4: 1.4 / 0.980 / 52
met5: 0 / 0 / 0
met3: 4.9 / 0.897 / 181
met2: 43 / 7.48 / 1580
met1: 51 / 7.83 / 1890
[state kept, by name, summed over array words and instances, names as in the netlist]
signal	count
counter	32
tick	1
[worst max-delay path by stage]
| stage | start | end | slack, ps | cells after the start |
|---|---|---|---|---|
| CTS | counter[2] | counter[8] | 5840 | 7 |
| finish | counter[2] | counter[8] | 5830 | 7 |
| global route | counter[2] | counter[13] | 5580 | 7 |
[cells by family after synthesis]
group	Yosys count	share of synthesized area [%]
adder cells (fa/ha/maj)	2	1.35
flip-flops	33	35.8
multiplexers	1	0.542
buffers and inverters	21	5.35
AND/OR/NAND/NOR	106	33.9
AND-OR/OR-AND	21	8.40
XOR/XNOR	31	14.7
[layout make-up]
type	instances	share of cell area, %
multi-input cells	161	53.7
clock buffers	7	4.26
inverters	4	0.741
repair buffers	1	0.494
flip-flops and latches	33	32.6
well taps	133	8.21
[Yosys cell counts (all sizes together), types with 3 or more instances]
cell type / number / area (um2)
nand2: 16 / 60.1
nor2b: 3 / 18.8
nand4: 20 / 140
nor2: 27 / 101
clkbuf: 9 / 35.0
nor4: 7 / 73.8
buf: 8 / 48.8
nand3: 11 / 60.1
dfxtp: 33 / 661
xnor2: 19 / 166
inv: 4 / 15.0
nor3: 6 / 30.0
and3: 5 / 31.3
and4: 4 / 35.0
xor2: 12 / 105
o21ai: 3 / 15.0
[where the power goes]
| part | switching [uW] | total, uW | internal (uW) |
|---|---|---|---|
| Clock | 47.4 | 105 | 57.4 |
| Combinational | 0 | 0.000348 | 0 |
| Sequential | 0 | 138 | 138 |
| Total | 47.4 | 243 | 196 |
[metrics by stage]
| stage | setup slack (ps) | util (%) | total power, uW | hold WS [ps] |
|---|---|---|---|---|
| 6_report | 5830 | 20.5 | 243 | 467 |
| 3_5_place_dp | 5870 | 19.7 | 141 | 455 |
| 4_1_cts | 5840 | 20.5 | 247 | 475 |
| 3_3_place_gp | 5930 | 19.7 | 141 | 447 |
| 2_1_floorplan | 6680 | - | 141 | 403 |
| 5_1_grt | 5580 | 20.5 | 253 | 504 |
Power figures rest on the tool's default switching activity, not on a simulated workload.
