==> ./design.v <==
`timescale 1ns / 1ps
module DataMemory(
    input logic CLK,
    input logic M_we, M_re,
    input logic[3:0] M_add,
    input logic[3:0] M_wd,
    output logic[3:0] M_rd        
);
logic[3:0] Memory[15:0];
always_ff @(posedge CLK) begin
    if(M_we) begin
        Memory[M_add] = M_wd;
    end
    if (M_re) begin 
        M_rd = Memory[M_add];
    end
end
endmodule
==> ./run.sh <==
#!/bin/bash
# OpenROAD 26Q1-2900-gdf79404cd8, Yosys 0.63+post, stock flow scripts
make -C /OpenROAD-flow-scripts/flow DESIGN_CONFIG=/design/flow/config.mk WORK_HOME=/design/flow/orfs finish
==> ./config.mk <==
export PLATFORM = sky130hd
export DESIGN_NAME = DataMemory
export DESIGN_NICKNAME = DataMemory
export VERILOG_FILES = /design/flow/design.v
export SDC_FILE = /design/flow/constraint.sdc
export NUM_CORES = 4
export LEC_CHECK = 1
export CORE_UTILIZATION = 50
==> ./constraint.sdc <==
current_design DataMemory

set clk_period 4.5
set clk_io_pct 0.2

create_clock -name clk0 -period $clk_period [get_ports {CLK}]

set non_clock_inputs [all_inputs -no_clocks]
set_input_delay [expr $clk_period * $clk_io_pct] -clock clk0 $non_clock_inputs
set_output_delay [expr $clk_period * $clk_io_pct] -clock clk0 [all_outputs]
==> flow_summary_export.csv <==
group,metric,value,unit
sta,fin_crit,3.196,ns
sta,finalHoldViolCount,0,
min_path,hold_class,"reg2reg",
setup_path,cp_max_fo,22,
flow_run,warning_count,25,
synthesis,top_logic_kind,"multiplexers",
clocking,cts-root-buf,"clkbuf_8",
cells_and_area,area_growth,10.64,%
global_routing,track_usage,25.27,%
pwr,power_density,439.0,nW/um^2
synthesis,ff_type,"dfxtp_1",
clocking,post_cts_buffers,0,
min_path,hold_depth,1,
synthesis,yosys_warnings,2,
setup_path,start_kind,"primary input",
detailed_routing,routed_wl,7634,um
flow_run,drv_cap,0,
min_path,holdCritStartpoint,"Memory[15][1]$_DFF_P_",
setup_path,required,4.72,ns
setup_path,crit_buf_inv,2,
clocking,insertion_delay,0.35,ns
synthesis,yosys_register_bits,68,
clocking,numCtsBuffers,9,
floorplanning,chipArea,6695,sq um
placement,dpl.hpwl,5303,um
floorplanning,fp.dieW,81.82,um
detailed_routing,drc,0,
global_routing,grt_pass1_wl,11950,um
synthesis,ys_top_cells_by_count,"64 x dfxtp_1, 64 x mux2_2, 22 x nor2_1",
clocking,cts_buffer_depth,2,
global_routing,grt_max_degree,23,
cells_and_area,fin_area,3525,sq um
detailed_routing,drtIter0Drc,233,
placement,placed_area,3348,sq um
synthesis,ys_sh_simple,14.77,%
placement,io_buffers,14,
synthesis,ys_async_sr_fraction,0,%
pwr,power_leakage,1.339,nW
global_routing,first_global_vias,2168,
cells_and_area,utilization,58.49,%
detailed_routing,wire_per_inst,19.57,um
sta,fmax,0.3129,GHz
synthesis,synthesis.area,3186,sq um
setup_path,path_delay_family,"buffers and inverters",
global_routing,overflow,0,
synthesis,xor_area_share,0.2749,%
cells_and_area,drive_above_1_share,29.21,%
setup_path,r2r.worst_path.cells,5,
synthesis,ys_area,3186,sq um
synthesis,ys_cells,303,
detailed_routing,via_per_inst,5.992,
clocking,clkSinkCount,68,
synthesis,yosysTopAreaCellShare,40.22,%
setup_path,reg2reg_slack,2.71,ns
min_path,hold_end,"Memory[15][1]$_DFF_P_",
synthesis,yosys.area.top_type,"dfxtp_1",
setup_path,setup.worst_path.class,"in2reg",
synthesis,ys_sh_mux,28.04,%
clocking,cts_tree,"built",
synthesis,syn_inst,303,
detailed_routing,num_antenna_cells,0,
clocking,htreeDepth,3,
setup_path,critPathMaxStageDelay,0.93,ns
floorplanning,coreArea,6026,sq um
floorplanning,rows,28,
sta,finalClockPeriodUsage,71.02,%
synthesis,ys_top_cells_by_area,"dfxtp_1 40%, mux2_2 23%, mux2i_1 4.7%, edfxtp_1 3.8%, nor2_1 2.6%",
floorplanning,floorplan.core_util,52.87,%
synthesis,avgSynthCellArea,10.51,sq um
pwr,peakVddDrop,258.6,uV
setup_path,end_kind,"flop",
setup_path,slowest_stage,"clkdlybuf4s50_1",
floorplanning,io_pins,15,
synthesis,edf_count,4,
sta,clock_skew,0.005780,ns
synthesis,synthAdderAreaFrac,0,%
sta,hold_slack,0.4744,ns
floorplanning,die_height,81.82,um
sta,finalSetupViolations,0,
setup_path,cp.arrival,3.42,ns
placement,routabilityCongestion,0.9293,
global_routing,antenna_found_initial,0,
setup_path,rr_endpoint,"M_rd[2]$_DFFE_PP_",
clocking,cts_resized,0,
synthesis,compound_area_share,8.916,%
detailed_routing,drt-pass1-iter-count,4,
clocking,path_clk_slew,0.07,ns
sta,tightest_slew,0.8107,ns
synthesis,synth_seq_share,43.99,%
sta,slew_violations,0,
detailed_routing,drtAntennaViolNets,0,
setup_path,cp_cell_sequence,"clkdlybuf4s50_1 > buf_4 > nand2_1 > or4b_1 > a32o_1 > o2111ai_1 > o21a_1",
detailed_routing,num_vias,2337,
sta,slew_headroom,45.75,%
sta,setup_tns,0,ns
setup_path,reg2reg_from,"Memory[9][2]$_DFF_P_",
synthesis,yosysUniqueCellTypes,55,
sta,rsz0062_at_grt,"false",
clocking,ctsHoldBuffers,0,
run_status,outcome,"finished clean",
## cell type report
type	count	area (sq um)
multi-input cells	209	1657
well taps	75	93.84
inverters	1	3.754
flip-flops and latches	68	1401
repair buffers	21	192.7
clock inverters	6	38.79
fillers	541	2501
clock buffers	10	137.6
## metal layers
layer | part of all wire [%] | up-vias | GRT usage (%)
met5 | 0 | - | 0
met4 | 1.2 | 0 | 3.860
met3 | 4.8 | 8 | 3.157
met2 | 44 | 57 | 37.19
met1 | 50 | 1138 | 41.65
li1 | - | 1134 | -
## metrics by stage
step | std cells | power [mW] | worst slack, ns
after floorplan | 303 | 1.024 | 1.994
after global placement | 374 | 1.103 | 0.8836
after detailed placement | 374 | 1.110 | 0.9794
after CTS | 390 | 1.558 | 1.318
after global routing | 390 | 1.626 | 1.120
final | 390 | 1.547 | 1.304
## worst max path at each step
| stage | end | from | slack, ns | cells past startpoint |
|---|---|---|---|---|
| CTS | M_rd[1]$_DFFE_PP_ | M_we | 1.32 | 7 |
| finish | M_rd[1]$_DFFE_PP_ | M_we | 1.30 | 7 |
| global route | M_rd[1]$_DFFE_PP_ | M_we | 1.12 | 7 |
## state kept, by name (all words and copies together), names as in the netlist
name / cells
M_rd: 4
Memory: 64
## report_power, final
group / internal (mW) / switching (mW)
registers: 0.755 / 0.0695
logic: 0.159 / 0.112
clock network: 0.214 / 0.238
total: 1.13 / 0.420
## worst reg2reg max path, delay by kind of cell (launching register included)
| kind | cells | cell delay, ns |
|---|---|---|
| AOI/OAI and AO/OA | 2 | 0.41 |
| DFF | 1 | 0.31 |
| and+or+nand+nor | 3 | 0.81 |
## cell usage in the layout, fill, tap and decap left out, types with 7 or more instances in the layout
| master | instances |
|---|---|
| nand2_1 | 12 |
| nand3_1 | 16 |
| buf_4 | 7 |
| nand2b_1 | 8 |
| mux2_2 | 64 |
| mux2i_1 | 15 |
| clkbuf_8 | 10 |
| nor2_1 | 22 |
| clkdlybuf4s50_1 | 14 |
| dfxtp_1 | 64 |
## cells by family (layout without fill, tap and decap cells)
kind of cell | after synthesis | count (layout)
buf+inv | 26 | 38
xor+xnor | 1 | 1
flops | 68 | 68
mux | 80 | 80
simple gates | 88 | 88
compound gates | 40 | 40
Power and IR drop assume default switching activity.
