File: run.sh
#!/bin/bash
# OpenROAD 26Q1-2900-gdf79404cd8, Yosys 0.63+post, stock flow scripts
make -C /OpenROAD-flow-scripts/flow DESIGN_CONFIG=/design/flow/config.mk WORK_HOME=/design/flow/orfs finish
File: config.mk
export PLATFORM = sky130hd
export DESIGN_NAME = InstructionMemory_Loader
export DESIGN_NICKNAME = InstructionMemory_Loader
export VERILOG_FILES = /design/flow/design.v
export SDC_FILE = /design/flow/constraint.sdc
export NUM_CORES = 4
export LEC_CHECK = 1
export CORE_UTILIZATION = 30
File: constraint.sdc
current_design InstructionMemory_Loader

set clk_period 4.1
set clk_io_pct 0.2

create_clock -name clk0 -period $clk_period [get_ports {CLK}]

set non_clock_inputs [all_inputs -no_clocks]
set_input_delay [expr $clk_period * $clk_io_pct] -clock clk0 $non_clock_inputs
set_output_delay [expr $clk_period * $clk_io_pct] -clock clk0 [all_outputs]
File: design.v
`timescale 1ns / 1ps
module InstructionMemory_Loader(
    input logic CLK,
    input logic[11:0] switchesData,  
    input logic loadSwitchesData,
    input logic reset,  
    input logic[2:0] IM_add,
    output logic[11:0] IM_rd   
);
    int unsigned IM_wadd; 
    logic[11:0] Memory[7:0];
    typedef enum logic[3:0] {S0, S1, S2, S3, S4, S5, S6, S7, S8, S9} State;
    State currentState, nextState;
    always_ff @(posedge CLK) begin
        if(reset) begin
           currentState <= S0;         
        end 
        else begin
            currentState <= nextState;
            case(currentState)
                S0: 
                begin
                    IM_wadd = 0;
                    nextState <= S1;
                    Memory[0] = 12'b111000000001;
                    Memory[1] = 12'b111000000011;
                    Memory[2] = 12'b111000000111;
                    Memory[3] = 12'b111000001111;
                    Memory[4] = 12'b111000011111;
                    Memory[5] = 12'b111000111111;
                    Memory[6] = 12'b111001111111;
                    Memory[7] = 12'b111011111111;   
                end
                S1:
                begin
                    if(loadSwitchesData)
                        case(IM_wadd)
                        0 : nextState <= S2;
                        1 : nextState <= S3;
                        2 : nextState <= S4;
                        3 : nextState <= S5;
                        4 : nextState <= S6;
                        5 : nextState <= S7;
                        6 : nextState <= S8;
                        7 : nextState <= S9;
                        8 : nextState <= S1;
                        endcase 
                    else begin nextState <= S1; IM_rd <= Memory[IM_add]; end
                end   
                S2: 
                begin
                    Memory[0] <= switchesData;
                    IM_wadd = 1;
                    nextState <= S1; 
                end
                S3:
                begin
                    Memory[1] <= switchesData;
                    IM_wadd = 2;
                    nextState <= S1;      
                end
                S4:
                begin
                    Memory[2] <= switchesData;
                    IM_wadd = 3;
                    nextState <= S1;      
                end
                S5:
                begin
                    Memory[3] <= switchesData;
                    IM_wadd = 4;
                    nextState <= S1;      
                end
                S6:
                begin
                    Memory[4] <= switchesData;
                    IM_wadd = 5;
                    nextState <= S1;      
                end
                S7:
                begin
                    Memory[5] <= switchesData;
                    IM_wadd = 6;
                    nextState <= S1;      
                end
                S8:
                begin
                    Memory[6] <= switchesData;
                    IM_wadd = 7;
                    nextState <= S1;      
                end
                S9:
                begin
                    Memory[7] <= switchesData; 
                    IM_wadd = 8;
                    nextState <= S1;      
                end
                default: nextState <= S0;       
            endcase   
        end
    end
endmodule
==> flow_metrics.tcl <==
# place-and-route summary
set metrics [dict create \
    hold_viol_final 0 \
    relSlewSlack_pct 43.3 \
    warnings 25 \
    route.met2.wl_um 6520 \
    track_usage_pct 15.5 \
    cpPeakStageDelay_ps 770 \
    hold_path.class "reg2reg" \
    yosys_warnings 2 \
    h-tree-depth 4 \
    dieArea_mm2 0.0194 \
    final_util_pct 37.4 \
    nFillCells 1665 \
    coreArea_mm2 0.0182 \
    synth_cell_types 47 \
    report.power.total_uw 3190 \
    initial_core_util_pct 31.1 \
    ys.flop_type "edfxtp_1" \
    critPathBufInv 2 \
    r2r_end "Memory[1][11]" \
    cts_tree "built" \
    final.setup.tns_ps 0 \
    postSynthSeqShare_pct 64.0 \
    clkSinkCount 125 \
    cap_violations 0 \
    netlist_area_mm2 0.00566 \
    seqCellArea_mm2 0.00362 \
    drt_wl_total_um 13800 \
    grt_pass1_wl_um 21700 \
    crit_fanout 17 \
    ys_cells 432 \
    irDropWorstVdd_mv 0.288 \
    synthCells 432 \
    avgSynthCellArea_um2 13.1 \
    place_congestion 0.866 \
    dr_wl_met3_um 1420 \
    vias 3660 \
    r2r_setup_slack_ps 1730 \
    place_hpwl_um 8210 \
    post_drt_wl_per_cell_um 19.6 \
    slew_viol_final 0 \
    cts.reportedPaths.clkPinSlew_ps 50 \
    worstPathRequired_ps 4200 \
    min_path_cells 1 \
    cts_resized 0 \
    die_h_um 139 \
    met1_length_um 5720 \
    die_x_um 139 \
    cts-buffers-inserted 17 \
    num_rows 49 \
    postCtsHoldBufs 0 \
    edf_count 112 \
    ys_seq_elements 125 \
    grt_antenna_before_repair 0 \
    drt_iter0_drc 222 \
    cp_slowest_cell "clkdlybuf4s50_1" \
    min_from "nextState[0]" \
    worstSetupPathType "in2reg" \
    period_needed_ps 2450 \
    drc_errors 0 \
    drive_gt1_share_pct 13.2 \
    grt_max_degree 32 \
    rr_startpoint "currentState[1]" \
    highest-signal-layer "met4" \
    clk_latency_ps 410 \
    area_growth_pct 20.3 \
    drt_first_pass_iters 4 \
    arrival_ps 2550 \
    post_cts_buffers 0 \
    finalCritPeriodShare_pct 59.8 \
    power.density_mw_per_mm2 467 \
    synthArstFlopShare_pct 0 \
    clk_path_buf_depth 2 \
    critPathTopFamily "buffers and inverters" \
    comb_area_mm2 0.00186 \
    finClkSkew_ps 5.26 \
    worst_pin_slew_ps 849 \
    pin_count 30 \
    finalSetupViolations 0 \
    yosysChipArea_mm2 0.00566 \
    timing.fmax_ghz 0.408 \
    vias_per_cell 5.19 \
    path_cells "clkdlybuf4s50_1, nor2_1, nand2_1, nor3_2, buf_4" \
    ant_nets 0 \
    r2r_cells 3 \
    portBuffers 29 \
    rsz0062_at_grt "false" \
    cellLeakagePower_uw 0.00211 \
    worstSetupStartpointType "primary input" \
    grt_pass1_vias 3767 \
    root_buffer "clkbuf_16" \
    hold_end "currentState[0]" \
    run_status "complete, no violations" \
    endpoint_kind "register" \
    grt_overflow_total 0 \
    antenna_cells 0 \
]
-- stage by stage --
step	hold WS [ps]	std cells	worst slack, ps	area, µm²
after CTS	468	705	1670	6810
after detailed placement	456	673	1230	6230
after global placement	439	673	1230	6230
after global routing	480	705	1530	6810
after floorplan	429	432	472	5660
final	457	705	1650	6810
-- registers in the layout, summed over array words and instances (netlist names) --
register and count:
IM_wadd 9, Memory 96, IM_rd 12, currentState 4, nextState 4
-- how the worst max path moves through the flow --
stage | start | end | slack (ps) | cells past startpoint
CTS | reset | Memory[1][11] | 1670 | 3
finish | reset | IM_rd[9] | 1650 | 5
global route | reset | IM_rd[9] | 1530 | 5
-- area by class of cell --
class	count	share of cell area (%)
Sequential cell	125	53.2
Timing Repair Buffer	48	6.28
Inverter	9	0.496
Multi-Input combinational cell	262	27.3
Tap cell	229	4.20
Clock buffer	18	6.30
Clock inverter	14	2.22
-- where the power goes --
group / switching [µW] / internal [µW]
clock network: 526 / 943
registers: 20.3 / 1430
logic: 166 / 95.3
total: 712 / 2470
-- logic make-up (layout without fill, tap and decap cells) --
family	after synthesis	after routing	share of synthesized area, %
AND-OR/OR-AND	67	67	9.17
buffers and inverters	45	89	3.82
flip-flops	125	125	64.0
multiplexers	34	34	6.01
AND/OR/NAND/NOR	161	161	17.0
-- layout by cell type (no fill, tap or decap), drive strengths merged, types with 12 or more instances in the layout --
cell type and instances:
nor4 19, clkdlybuf4s50 28, nand2 12, dfxtp 13
a211oi 12, clkbuf 18, or3 34, nor2 13
nor3 17, nand2b 31, edfxtp 112, mux2i 34
buf 20
-- synth_stat cells (2+ instances only) --
library cell	n	area, µm²
mux2i_1	34	340
edfxtp_1	112	3360
inv_1	8	30.0
clkbuf_1	11	41.3
buf_2	19	95.1
nand2_1	12	45.0
buf_4	2	15.0
nor4_1	18	113
nor3_1	13	65.1
nor3_2	4	40.0
buf_6	2	22.5
or3_1	34	213
and3_1	2	12.5
a21oi_1	7	35.0
nor2_1	13	48.8
o32a_1	2	20.0
a211oi_1	12	90.1
o22ai_1	10	62.6
and2_1	10	62.6
nor3b_1	10	75.1
o41a_1	2	22.5
a32o_1	2	20.0
a22o_1	4	35.0
nand2b_1	31	194
dfxtp_1	13	260
nor2b_1	7	43.8
a22oi_1	3	22.5
o22a_1	10	87.6
o2bb2ai_1	7	61.3
-- routing by layer --
| metal | track usage (%) | vias up |
|---|---|---|
| li1 | - | 1723 |
| met1 | 21.1 | 1744 |
| met2 | 24.1 | 180 |
| met3 | 7.47 | 13 |
| met4 | 1.99 | 0 |
| met5 | 0 | - |
-- worst reg2reg max path: stages, from the launching register on --
cell and delay [ps]:
dfxtp_1 870, nand2b_1 190, buf_4 300, and3_1 630
Power is estimated from default activity; no workload was simulated.
